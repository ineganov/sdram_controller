--- /design/flow/run.sh ---
#!/bin/bash
# OpenROAD 26Q1-2900-gdf79404cd8, Yosys 0.63+post, stock flow scripts
make -C /OpenROAD-flow-scripts/flow DESIGN_CONFIG=/design/flow/config.mk WORK_HOME=/design/flow/orfs finish
--- /design/flow/config.mk ---
export PLATFORM = sky130hd
export DESIGN_NAME = buffer_ram
export DESIGN_NICKNAME = buffer_ram
export VERILOG_FILES = /design/flow/design.v
export SDC_FILE = /design/flow/constraint.sdc
export NUM_CORES = 4
export LEC_CHECK = 1
export CORE_UTILIZATION = 50
export SYNTH_MEMORY_MAX_BITS = 65536
--- /design/flow/constraint.sdc ---
current_design buffer_ram

set clk_period 39.2
set clk_io_pct 0.2

create_clock -name clk0 -period $clk_period [get_ports {CLK}]

set non_clock_inputs [all_inputs -no_clocks]
set_input_delay [expr $clk_period * $clk_io_pct] -clock clk0 $non_clock_inputs
set_output_delay [expr $clk_period * $clk_io_pct] -clock clk0 [all_outputs]
--- /design/flow/design.v ---
module buffer_ram(  input         CLK,
                            input   [7:0] CON_ADDR,
                            output [31:0] CON_RD,
                            input         MEM_WE,
                            input   [8:0] MEM_ADDR,
                            input  [15:0] MEM_WD );
logic [1:0][15:0] ram[0:255];
logic [31:0] con_rd_q;
always_ff@(posedge CLK)
   begin
   if(MEM_WE)  ram[MEM_ADDR / 2][MEM_ADDR % 2] <= MEM_WD;
   con_rd_q <= ram[CON_ADDR];
   end
assign CON_RD = con_rd_q;
endmodule
==> flow_summary.yaml <==
# implementation run metrics
status:
  status: "finished, violations left"
  failed_checks: "capacitance limit, slew limit"
floorplan:
  top_level_ports: 67
  dieArea_um2: 634000
  die_w_um: 796
  std_cell_rows: 291
  die_y_um: 796
  core_area_um2: 628000
  fp_util_pct: 50.2
job:
  cap_violations: 2
  warning_count: 41
detailed_routing:
  wl_per_cell_um: 36.6
  ant_nets: 0
  firstDrtPassIters: 5
  drtIter0Drc: 11200
  vias: 159000
  drt-vias-per-instance: 6.26
  drcViolationCount: 0
  drt_wl_total_mm: 928
final_layout:
  lay_top_count: "edfxtp_1"
  most-common-layout-cells: "edfxtp_1, mux4_2, buf_4"
  area_growth_pct: 13.4
  drive_gt1_share_pct: 24.0
  fillers: 45600
  fin_cells: 25300
cts:
  cts_tree: "built"
  cts-root-buf: "clkbuf_16"
  post_cts_buffers: 0
  cts.sinks: 8224
  ctsHtreeMaxLevel: 6
  clk_pin_slew_ps: 60
  clock_path_buffers: 4
  cts_resized: 0
  cts_buffers: 817
  cts_hold_buf: 0
  clk_latency_ps: 1200
setup_path:
  timing.rr.start: "ram[235][21]"
  cpMostUsedCell: "buf_4"
  end_kind: "register"
  crit_required_ps: 40240
  crit_chain: "buf_16 -> buf_4 -> buf_4 -> buf_4 -> buf_4 -> buf_4 -> buf_4 -> buf_4 -> buf_4 -> mux4_2 -> o221ai_1 -> nand4_1 -> nor4_2 -> nor4_1"
  critPathKind: "primary input to register"
  startpoint: "CON_ADDR[0]"
  worstRegToRegCells: 7
  crit_buf_inv: 9
  worstPathArrival_ps: 15270
  cpMaxStageDelayCell: "nor4_2"
  crit_cells: 14
  path_max_fanout: 71
  crit_family: "buffers and inverters"
  r2r_setup_slack_ps: 35370
  cp_slowest_stage_delay_ps: 810
  critPathLaunchType: "primary input"
global_route:
  first_global_vias: 170000
  grt_pass1_wl_mm: 1300
  globalRouteOverflowTotal: 0
  antenna_found_initial: 70
  gr-usage-all-layers_pct: 33.2
  grt_max_degree: 129
worst_hold_path:
  holdCritStartpoint: "ram[80][18]"
  worstHoldPathCells: 6
  hp-class: "register to register"
synthesis:
  async_flop_share_pct: 0
  syn_inst: 15100
  edf_count: 8192
  syn_area_um2: 316000
  ys_chip_area_um2: 316000
  yosys_warnings: 1
  ys_types: 68
  top_area_cell: "edfxtp_1"
  numSynthFlops: 8224
  synth_top_area_share_pct: 78.0
  synth.area.top_cells: "edfxtp_1, mux4_2, mux2i_1"
  ys_seq_share_pct: 78.2
  syn_area_per_cell_um2: 20.9
  ys_cells: 15100
  ff_type: "edfxtp_1"
final_timing:
  slew_headroom_pct: -13.2
  hold_violations: 0
  period_used_pct: 36.3
  final.setup_skew_ps: 96.2
  worstMarginPinSlew_ps: 1680
  timing.setup.tns_ps: 0
  setup_viol: 0
  rsz0062_at_grt: "false"
  worst_slack_ps: 24970
  fmax_mhz: 70.3
  finalMaxSlewViolations: 5
  period_minus_slack_ps: 14230
power_and_ir_drop:
  pwr-share-seq_pct: 53.6
  power_leakage_uw: 0.104
  p_int_uw: 14200
  vdd_ir_drop_max_mv: 0.0556
  p_comb_share_pct: 4.7
  p_switching_uw: 3920
  power_density_nw_per_um2: 50.6
  p_sw_share_pct: 21.7
  p_clk_share_pct: 41.7
placement:
  gp_congestion: 0.952
  place_inst: 23800
  port_buffers: 66
  dp_hpwl_mm: 587
  dp_slack_ps: 23530
## kinds of logic after synthesis
kind of cell	count (synthesis)	synth area share, %
multiplexers	2702	14.2
buffers and inverters	937	1.67
AND/OR/NAND/NOR	1613	2.41
flip-flops	8224	78.2
AND-OR/OR-AND	1605	3.51
## layer usage
| metal | vias up | global-route usage [%] | wire length [um] |
|---|---|---|---|
| li1 | 66000 | - | - |
| met4 | 110 | 10.9 | 42200 |
| met1 | 80200 | 41.6 | 278000 |
| met2 | 10600 | 44.0 | 410000 |
| met5 | - | 1.70 | 2140 |
| met3 | 1695 | 29.6 | 195000 |
## Yosys cell counts (12+ instances only)
| library cell | n |
|---|---|
| a221o_1 | 12 |
| mux4_2 | 1404 |
| nand4_1 | 72 |
| nand3_1 | 73 |
| o32ai_1 | 28 |
| mux4_1 | 14 |
| mux2_2 | 72 |
| o21ai_0 | 161 |
| buf_1 | 60 |
| o22ai_1 | 450 |
| buf_2 | 125 |
| edfxtp_1 | 8192 |
| a22oi_1 | 202 |
| nor2_1 | 741 |
| nor2b_1 | 39 |
| buf_4 | 110 |
| nor3_1 | 258 |
| dfxtp_1 | 32 |
| a21oi_1 | 217 |
| buf_8 | 20 |
| nand2_1 | 126 |
| clkbuf_1 | 494 |
| a2111oi_0 | 20 |
| mux2i_1 | 1212 |
| a211oi_1 | 128 |
| a221oi_1 | 117 |
| nor4_1 | 231 |
| o221ai_1 | 184 |
| and2_1 | 21 |
| buf_6 | 117 |
| a22o_1 | 29 |
| o211ai_1 | 28 |
## area by class of cell
class,count,area (um2),share of cell area (%)
diodes,40,100,0.0280
clock buffers,1016,21600,6.05
clock inverters,470,4150,1.16
inverters,4,22.5,0.00630
multi-input cells,5920,64600,18.1
flip-flops and latches,8224,247000,69.0
well taps,8350,10400,2.92
repair buffers,1294,10000,2.81
## worst min-delay path, delay by kind of cell (launching register included)
kind / cells / cell delay, ps
mux: 1 / 130
flops: 1 / 360
compound gates: 1 / 90
simple gates: 4 / 360
## registers in the layout, summed over array words and instances (netlist names)
| signal | flops |
|---|---|
| con_rd_q | 32 |
| ram | 8192 |
## worst paths after layout
path | endpoint
max reg2reg | con_rd_q[21]
max | con_rd_q[0]
min reg2reg | con_rd_q[18]
min | con_rd_q[18]
## stage by stage
stage                     power (uW)  util (%)  hold WS, ps  instance area [um2]
after floorplan                10400         -          721               316000
after global placement         10700      52.8          949               332000
after detailed placement       10700      52.8          947               332000
after CTS                      18200      56.9          952               358000
after global routing           18600      56.9         1100               358000
final                          18100      56.9          971               358000
## power by group through the flow
stage	clock, uW	sequential, uW	combinational, uW
6_report	7560	9710	845
5_1_grt	7970	9710	893
4_1_cts	7660	9710	845
Power and IR drop assume default switching activity.
