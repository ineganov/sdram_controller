### flow/config.mk
export PLATFORM = sky130hd
export DESIGN_NAME = mux2
export DESIGN_NICKNAME = mux2
export VERILOG_FILES = /design/flow/design.v
export SDC_FILE = /design/flow/constraint.sdc
export NUM_CORES = 4
export LEC_CHECK = 1
export CORE_AREA = 10 10 70 70
export DIE_AREA = 0 0 80 80
### flow/constraint.sdc
current_design mux2

set clk_period 1.0
set clk_io_pct 0.2

create_clock -name clk0 -period $clk_period

set non_clock_inputs [all_inputs -no_clocks]
set_input_delay [expr $clk_period * $clk_io_pct] -clock clk0 $non_clock_inputs
set_output_delay [expr $clk_period * $clk_io_pct] -clock clk0 [all_outputs]
### flow/design.v
module ffd #( parameter WIDTH = 32)
            ( input                  CLK, 
              input                  RESET,
              input                  EN,
              input      [WIDTH-1:0] D,
              output reg [WIDTH-1:0] Q );
always_ff @(posedge CLK)
  if (RESET)  Q <= 0;
  else if(EN) Q <= D;
endmodule
module ffds #( parameter WIDTH = 32)
             ( input                    CLK, 
               input        [WIDTH-1:0] D,
               output logic [WIDTH-1:0] Q );
always_ff @(posedge CLK)
  Q <= D;
endmodule
module mux2 #(parameter WIDTH = 32)
             ( input             S,
               input [WIDTH-1:0] D0,
               input [WIDTH-1:0] D1,
               output[WIDTH-1:0] Y);
assign Y = S ? D1 : D0;
endmodule
module mux4 #(parameter WIDTH = 32)
             ( input [1:0] S,
               input [WIDTH-1:0] D0, D1, D2, D3,
               output[WIDTH-1:0] Y);
assign Y = S[1] ? (S[0] ? D3 : D2)
                : (S[0] ? D1 : D0);
endmodule
module counter #(parameter SIZE = 8) (  input             CLK,
                                        input             RESET,
                                        input             EN,
                                        output [SIZE-1:0] OUT );
logic [SIZE-1:0] cnt;
always_ff@ (posedge CLK)
  if(RESET)
    cnt <= '0;
  else if(EN) cnt <= cnt + 1'b1;
assign OUT = cnt;
endmodule
module inv_counter #(  parameter SIZE      = 8, 
                       parameter ARM_VAL = 100 ) 
                    (  input             CLK,
                       input             RESET,
                       input             ARM,
                       output [SIZE-1:0] OUT );
logic [SIZE-1:0] cnt;
always_ff@ (posedge CLK)
  if(RESET)    cnt <= '0;  
  else if(ARM) cnt <= ARM_VAL;
  else if(cnt != '0)  
               cnt <= cnt - 1'b1;
assign OUT = cnt;
endmodule
module sync (  input  CLK,
               input  IN,
               output OUT );
reg [1:0] v;
always_ff @(posedge CLK)
  v <= {v[0], IN};
assign OUT = v[1];
endmodule
module shift_reg_rf #(parameter SIZE = 8) ( input             CLK,
                                            input             RESET,
                                            input             IN,
                                            input             EN,
                                            output [SIZE-1:0] OUT );
logic [SIZE-1:0] sreg;
always_ff@ (posedge CLK)
  if(RESET)   sreg <= '0;  
  else if(EN) sreg <= {sreg[SIZE-2:0], IN}; 
assign OUT = sreg;
endmodule
module counter_ll #(parameter SIZE = 8) (  input             CLK,
                                           input             RESET,
                                           input             EN,
                                           output [SIZE-1:0] OUT );
logic [SIZE-1:0] cnt, cnt_plus_one;
assign cnt_plus_one = cnt + 1'b1;                                        
always_ff@ (posedge CLK)
  if(RESET)
    cnt <= '0;  
  else if(EN) cnt <= cnt_plus_one;
assign OUT = EN ? cnt_plus_one : cnt;
endmodule
module sreg_delay #(parameter V = 2) (  input  CLK,
                                        input  RESET,
                                        input  IN,
                                        output OUT );
logic [V-1:0] sreg;
always_ff@(posedge CLK)
   if(RESET) sreg <= '0;  
   else      sreg <= {sreg[V-2:0], IN};
assign OUT = sreg[V-1];
endmodule   
module autoreset #(parameter SIZE = 16) ( input  CLK,
                                          input  EXT_RESET,
                                          output RESET );
logic [SIZE-1:0] reset_cnt_q;
assign RESET = (reset_cnt_q != '1);  
counter #(SIZE) reset_cnt(CLK, EXT_RESET, RESET, reset_cnt_q);
endmodule
### flow/run.sh
#!/bin/bash
# OpenROAD 26Q1-2900-gdf79404cd8, Yosys 0.63+post, stock flow scripts
make -C /OpenROAD-flow-scripts/flow DESIGN_CONFIG=/design/flow/config.mk WORK_HOME=/design/flow/orfs finish
==> run notes <==
impl run done, here's what came out: status complete, but fails checks, failing checks negative setup slack, WL/cell 16.1 microns, dpl hpwl 2.41 mm, Register Area 0 sq um, Relative slew margins 0.934, CP startpoint S, cells along the critical path buf_16, clkbuf_16, mux2_4, buf_6, NetSw 0.138 mW, fp_density 0.159, Mapped Cells 36, pwr/cell area 394 nW/um^2, placed insts 177, Max Cap Viol 0, vias in the first global route 811, flip-flops 0, dominant logic cell type in the layout dlygate4sd2_1, Tot GR Track Use 0.0829, Yosys Instances 36, crit path max fanout 6, Die W 80 microns, share of cells above drive strength 1 0.526, Synth-to-Final Area Change 188%, Req. time, crit path 0.80 ns, critical setup path kind in -> out, total gr overflow 0, CP max-delay cell mux2_4, Worst-Margin Slew 0.0992 ns, Slew Viols, Final 0, Crit path buffers/inverters 3, Peak supply drop 185 uV, pre-CTS WS -0.496 ns, final WL 2.92 mm, n_diodes 0, DR top layer met4, Min-Delay Path Class in -> out, number of clock buffers in the layout 0, Setup-failing EPs final 32, fin crit period 1.10 ns, Post-Route M1 WL 1.19 mm, Yosys Chip Area 544 sq um, post-CTS setup repair buffer count 0, met2 WL post-DR 1.43 mm, first-pass GRT wire length 4.31 mm, syn_area_per_cell 15.1 sq um, chip area 6400 sq um, P_int 0.478 mW, Antenna Nets Post-Route 0, clock power share 0, initial antenna violation count 0, critical path launch point type input pin, crit path DAT 0.90 ns, DR pass1 iterations 2, Fin. Hold Viols 0, cell family with most CP delay buffers and inverters, RSZ-0062 raised after global routing yes, non-filler instance count after layout 181, number of remaining DRC errors 0, metal3 WL 278 microns, largest net degree at the start of global routing 10, CP endpoint kind output pin, register area share after synthesis 0, tool warnings 34, routed vias/inst 3.98, Rows 21, routed via count 720, Critical Path Stages 4, Detailed Route Iter0 Violations 3, Comb power frac 1.000, post-synthesis cell area 544 sq um, Yosys warnings 0, Core Box Area 3420 sq um, Top cells excl fill/tap dlygate4sd2_1 (64), mux2_4 (32), buf_6 (21), buf_2 (11), buf_16 (4), Switching Fraction 0.225, number of port buffers 97, # fillers 335, Unique cell types 4, part of the power in registers 0, fin worst setup slack -0.101 ns, Max Clock Freq 0.908 GHz, total power 0.616 mW, Die H 80 microns, Lkg Pwr 0.852 nW, I/O pin cnt 97, GP Congestion 0.760, period utilization 1.10, CP max stage delay 0.30 ns, CP endpoint Y[26]
[power by group through the flow]
stage	sequential, mW	combinational (mW)	clock (mW)
after CTS	0	0.593	0
after global routing	0	0.662	0
final	0	0.616	0
[Yosys cell counts, drive strengths merged]
library cell / number / share of area
buf: 4 / 0.13
mux2: 32 / 0.87
[worst min-delay path by stage]
| stage | cells past startpoint | slack, ns | start | end |
|---|---|---|---|---|
| after CTS | 3 | 0.80 | D0[30] | Y[30] |
| after global routing | 3 | 0.81 | D0[10] | Y[10] |
| final | 3 | 0.79 | D0[25] | Y[25] |
[what timing repair did]
item / CTS / global route
hold buffers: 0 / 0
endpoints found under the setup margin: 32 / 32
resized: 186 / 6
cloned: 3 / 1
[per-stage QoR]
| stage | util | TNS, ns | instance area (sq um) | hold slack [ns] |
|---|---|---|---|---|
| 6_report | 0.458 | -2.64 | 1570 | 0.794 |
| 5_1_grt | 0.458 | -3.26 | 1570 | 0.807 |
| 4_1_cts | 0.440 | -2.59 | 1500 | 0.800 |
| 3_5_place_dp | 0.450 | -15.30 | 1540 | 1.33 |
| 3_3_place_gp | 0.450 | -15.26 | 1540 | 1.33 |
| 2_1_floorplan | - | 0 | 544 | 0.498 |
[layer usage]
metal  up-vias  global-route usage
met2        53               0.139
li1        342                   -
met1       323               0.105
met4         0             0.00704
met3         2              0.0250
met5         -                   0
[worst min-delay path, delay by kind of cell]
kind / cells / cell delay (ns)
buffers and inverters: 2 / 0.27
muxes: 1 / 0.12
[area by class of cell]
class | instances | area (sq um) | share of cell area
multi-input combinational | 32 | 480 | 0.307
tap | 46 | 57.6 | 0.0368
timing repair buffer | 103 | 1030 | 0.656
[kinds of logic (layout without fill, tap and decap cells)]
kind of cell  count (synthesis)  after routing  synth area share
mux                          32             32             0.869
buf+inv                       4            103             0.131
Power is estimated from default activity; no workload was simulated.
